==> ./design.v <==
module ID_EX_PIPELINE#(parameter DATA_LEN = 64, INSTRUCTION_LEN = 32, CONTROL_LINE_IN = 8,CONTROL_LINE_OUT = 8, ADDRESS_SIZE = 6 , INSTRUCTION_1_LEN = 10, INSTRUCTION_2_LEN = 5)
(input clk, input rst, input ID_FLUSH, input if_beq, input [DATA_LEN-1:0] data_1, input [DATA_LEN-1:0] data_2, input [DATA_LEN-1:0] imm_val, input [CONTROL_LINE_IN-1:0] control_in, input [(2**ADDRESS_SIZE)-1:0] instruction_ptr_in, input [INSTRUCTION_1_LEN-1:0] instruction_part_1, input [INSTRUCTION_2_LEN-1:0] instruction_part_2, input [INSTRUCTION_LEN-1:0] instruction_in, input predictor_val,
	output reg if_beq_out, output reg [CONTROL_LINE_OUT-1:0] control_out, output reg [DATA_LEN-1:0] data_1_out, output reg [DATA_LEN-1:0] data_2_out, output reg [(2**ADDRESS_SIZE)-1:0] instruction_ptr_out, output reg [DATA_LEN-1:0] imm_val_out, output reg [INSTRUCTION_1_LEN-1:0] instruction_part_1_out, output reg [INSTRUCTION_2_LEN-1:0] instruction_part_2_out,output reg [INSTRUCTION_LEN-1:0] instruction_out, output reg predictor_out);
	always@(posedge clk or negedge rst)begin
		if(~rst)begin
			control_out <= 'b0;
			data_1_out <= 'b0;
			data_2_out <= 'b0;
			instruction_ptr_out <= 'b0;
			imm_val_out <= 'b0;
			instruction_part_1_out <= 'b0;
			instruction_part_2_out <= 'b0;
			instruction_out <= 'b0;
			predictor_out <= 'b0;
			if_beq_out <= 'b0;
		end
		else if(ID_FLUSH)begin
			control_out <= 'b0;
			data_1_out <= 'b0;
			data_2_out <= 'b0;
			instruction_ptr_out <= 'b0;
			imm_val_out <= 'b0;
			instruction_part_1_out <= 'b0;
			instruction_part_2_out <= 'b0;
			instruction_out <= 'b0;
			if_beq_out <= 'b0;
			predictor_out <= predictor_val;
		end
		else begin
			control_out <= control_in[CONTROL_LINE_IN-1: CONTROL_LINE_IN-CONTROL_LINE_OUT];
			data_1_out <= data_1;
			data_2_out <= data_2;
			instruction_ptr_out <= instruction_ptr_in;
			imm_val_out <= imm_val;
			instruction_part_1_out <= instruction_part_1;
			instruction_part_2_out <= instruction_part_2;
			instruction_out <= instruction_in;
			if_beq_out <= if_beq;
			predictor_out <= predictor_val;
		end
	end
endmodule
==> ./run.sh <==
#!/bin/bash
# OpenROAD 26Q1-2900-gdf79404cd8, Yosys 0.63+post, stock flow scripts
make -C /OpenROAD-flow-scripts/flow DESIGN_CONFIG=/design/flow/config.mk WORK_HOME=/design/flow/orfs finish
==> ./config.mk <==
export PLATFORM = sky130hd
export DESIGN_NAME = ID_EX_PIPELINE
export DESIGN_NICKNAME = ID_EX_PIPELINE
export VERILOG_FILES = /design/flow/design.v
export SDC_FILE = /design/flow/constraint.sdc
export NUM_CORES = 4
export LEC_CHECK = 1
export CORE_AREA = 10 10 253 253
export DIE_AREA = 0 0 263 263
==> ./constraint.sdc <==
current_design ID_EX_PIPELINE

set clk_period 1.0
set clk_io_pct 0.2

create_clock -name clk0 -period $clk_period [get_ports {clk}]

set non_clock_inputs [all_inputs -no_clocks]
set_input_delay [expr $clk_period * $clk_io_pct] -clock clk0 $non_clock_inputs
set_output_delay [expr $clk_period * $clk_io_pct] -clock clk0 [all_outputs]
==> results.toml <==
# implementation run metrics
[status]
status = "finished, violations left"
violations = "setup timing"

[global_routing]
grt_first_pass_wirelength_um = 59000
grt_use_total_pct = 11.6
antenna_found_initial = 7
grt_pass1_vias = 8160
globalRouteOverflowTotal = 0
grt_max_degree = 33

[layout]
final_util_pct = 29.5
nFillCells = 5937
layout-drive-gt1-share_pct = 31.4
stdcell_count = 2147
syn2layout_area_growth_pct = 74.1
register_area_um2 = 7840
comb_area_um2 = 1950

[final_timing]
final.period_utilization_pct = 136
setup_viol = 403
worst_slack_ns = -0.358
max-slew-margin-rel_pct = 44.5
hold_viol = 0
maxSlewViolCount = 0
fmax_mhz = 736
worstMarginPinSlew_ns = 0.830
period_needed_ns = 1.36
rsz0062_at_grt = "true"

[placement]
dp_cells = 2080
gp_congestion = 0.869
dpl.hpwl_um = 31200
numPortBuffers = 628

[yosys]
synth_stat.cells = 659
top_area_cell = "dfrtp_1"
area_leaders = "dfrtp_1 (79%), nor2b_1 (20%), buf_2 (1.6%), clkbuf_1 (0.11%)"
synth_warnings = 1
synth_cell_types = 4
syn_avg_cell_area_um2 = 15.1
ys.flops = 313
synthCells = 659
top_area_share_pct = 78.7
synth.cell_area_um2 = 9950
yosys_area_um2 = 9950
ys_seq_share_pct = 78.7

[power]
p_int_mw = 22.8
p_seq_share_pct = 46.3
power_mw = 29.1
p_switching_mw = 6.27
power_frac_clock_pct = 42.9
p_sw_share_pct = 21.5
p_per_area_nw_per_um2 = 1680
p_leak_nw = 8.38
power_frac_comb_pct = 10.8
peakVddDrop_mv = 1.12

[routing]
drcViolationCount = 0
top_layer_used = "met5"
drt-initial-drc-count = 200
dr.pass1.iters = 4
wirelength_um = 40200
wl_met1_um = 15700
vias = 7288
antennaDiodeCount = 0
ant_nets = 0
wire_per_inst_um = 18.7
viasPerCell = 3.39
route.met3.wl_um = 4110
dr_wl_met2_um = 19600

[cts]
clkSinkCount = 313
htree_levels = 2
root_buffer = "clkbuf_16"
post_cts_buffers = 0
clkTransAtPathRegs_ns = 0.06
cts_tree = "done"
numCtsBuffers = 35
clockBufferDepth = 3

[flow_run]
tool_warnings = 27
drv_cap = 0

[critical_path]
startpoint_type = "flip-flop"
crit_buf_inv = 1
slowest_stage = "dfrtp_2"
cp_slowest_stage_delay_ns = 0.48
cpLargestDelayFamily = "flip-flops"
crit_path_end_kind = "primary output"
critPathKind = "reg -> out"
path_max_fanout = 1
worstPathRequired_ns = 0.80
path_cells = "buf_2"
arrival_ns = 1.16

[worst_hold_path]
min_path_cells = 3
worstHoldEndpoint = "instruction_ptr_out[32]"
holdCritStartpoint = "ID_FLUSH"
hold_class = "in -> reg"

[floorplanning]
rows = 89
coreArea_um2 = 58800
die_area_um2 = 69200
initCoreUtil_pct = 16.9
io_pins = 629
die_x_um = 263
die_h_um = 263
==> layout by cell type (no fill, tap or decap) <==
| master | n |
|---|---|
| buf_12 | 17 |
| buf_16 | 1 |
| buf_2 | 310 |
| buf_4 | 41 |
| buf_6 | 3 |
| buf_8 | 2 |
| bufinv_16 | 1 |
| clkbuf_1 | 7 |
| clkbuf_16 | 37 |
| clkbuf_8 | 7 |
| clkdlybuf4s50_1 | 313 |
| clkinv_2 | 6 |
| clkinvlp_4 | 1 |
| dfrtp_1 | 307 |
| dfrtp_2 | 6 |
| dlygate4sd3_1 | 3 |
| nor2b_1 | 312 |
==> metal layers <==
metal / GRT usage, % / vias up
li1: - / 3373
met1: 14.5 / 3490
met2: 19.0 / 362
met3: 5.01 / 55
met4: 1.69 / 8
met5: 0 / -
==> timing repair <==
action	in CTS	in global routing
gates resized	1061	2
endpoints found under the setup margin	313	403
hold buffers	2	1
endpoints found under the hold margin	209	90
==> how the worst max path moves through the flow <==
stage                               from  cells after the start                 end  slack, ns
after CTS             instruction_out[7]                      1  instruction_out[7]      -0.41
final                     data_1_out[34]                      1      data_1_out[34]      -0.36
after global routing  instruction_out[7]                      1  instruction_out[7]      -0.41
==> cell type report <==
type / count / share of cell area, %
well taps: 773 / 5.58
clock buffers: 51 / 6.05
clock inverters: 8 / 0.390
multi-input cells: 312 / 11.3
flip-flops and latches: 313 / 45.2
repair buffers: 690 / 31.5
==> cells in the mapped netlist (all sizes together) <==
| cell type | count |
|---|---|
| clkbuf | 3 |
| dfrtp | 313 |
| nor2b | 312 |
| buf | 31 |
==> flip-flops by register name, indices dropped and copies added (netlist names) <==
signal / flops
predictor_out: 1
instruction_part_2_out: 5
instruction_out: 32
instruction_part_1_out: 10
data_2_out: 64
instruction_ptr_out: 64
control_out: 8
imm_val_out: 64
if_beq_out: 1
data_1_out: 64
==> through the flow <==
step	hold WS [ns]	setup TNS, ns	area, µm²	setup slack [ns]
after global placement	0.166	-2.24	17600	-0.328
after global routing	0.0660	-91.05	17300	-0.413
after detailed placement	0.167	-2.14	17600	-0.319
after floorplan	-0.0956	0	9950	0.302
final	0.0876	-68.74	17300	-0.358
after CTS	0.0529	-87.37	17300	-0.409
==> power by group through the flow <==
stage,sequential (mW),combinational (mW),clock (mW)
finish,13.5,3.15,12.5
CTS,13.5,3.26,13.0
global route,13.5,3.47,13.5
==> logic make-up after synthesis <==
kind of cell | count (synthesis) | share of synthesized area (%)
buffers and inverters | 34 | 1.67
DFF | 313 | 78.7
and+or+nand+nor | 312 | 19.6
Power is estimated from default activity; no workload was simulated.
